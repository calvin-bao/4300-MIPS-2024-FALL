**flow/run.sh**
```bash
#!/bin/bash
# OpenROAD 26Q1-2900-gdf79404cd8, Yosys 0.63+post, stock flow scripts
make -C /OpenROAD-flow-scripts/flow DESIGN_CONFIG=/design/flow/config.mk WORK_HOME=/design/flow/orfs finish
```
**flow/config.mk**
```make
export PLATFORM = sky130hd
export DESIGN_NAME = I_DECODE
export DESIGN_NICKNAME = I_DECODE
export VERILOG_FILES = /design/flow/design.v
export SDC_FILE = /design/flow/constraint.sdc
export NUM_CORES = 4
export LEC_CHECK = 1
export CORE_UTILIZATION = 50
```
**flow/constraint.sdc**
```tcl
current_design I_DECODE

set clk_period 4.7
set clk_io_pct 0.2

create_clock -name clk0 -period $clk_period [get_ports {clk}]

set non_clock_inputs [all_inputs -no_clocks]
set_input_delay [expr $clk_period * $clk_io_pct] -clock clk0 $non_clock_inputs
set_output_delay [expr $clk_period * $clk_io_pct] -clock clk0 [all_outputs]
```
**flow/design.v**
```verilog
module ID_EX(
    input clk,
    input [1:0] wb_in,   
    input [2:0] m_in,    
    input [3:0] ex_in,   
    input [31:0] npc_in, reg_rs_in, reg_rt_in, sign_ext_in,
    input [4:0] instr_20_16_in, instr_15_11_in,
    output reg [1:0] wb_out,
    output reg [2:0] m_out,
    output reg [3:0] ex_out,
    output reg [31:0] npc_out, reg_rs_out, reg_rt_out, sign_ext_out,
    output reg [4:0] instr_20_16_out, instr_15_11_out
    );
    always @(posedge clk) 
    begin
        wb_out <= wb_in;
        m_out <= m_in;
        ex_out <= ex_in;
        npc_out <= npc_in;
        reg_rs_out <= reg_rs_in;
        reg_rt_out <= reg_rt_in;
        sign_ext_out <= sign_ext_in;
        instr_20_16_out <= instr_20_16_in;
        instr_15_11_out <= instr_15_11_in;
    end
endmodule
module I_DECODE(
input clk,
    input [31:0] instr, npc,
    input [4:0] mem_wb_writereg,
    input [31:0] mem_wb_writedata,
    input regwrite,
    output [1:0] wb_out,
    output [2:0] m_out,
    output [3:0] ex_out,
    output [31:0] npc_out, reg_rs_out, reg_rt_out, sign_ext_out,
    output [4:0] instr_20_16_out, instr_15_11_out
);
    wire [1:0] wb;
    wire [2:0] m;
    wire [3:0] ex;
    wire [31:0] reg_rs, reg_rt, sign_extended;
    control ctrl(
        .opcode(instr[31:26]),
        .WB(wb),
        .M(m),
        .EX(ex)
    );
    REG regfile(
        .clk(clk),
        .rs(instr[25:21]),
        .rt(instr[20:16]),
        .writereg(mem_wb_writereg),
        .writedata(mem_wb_writedata),
        .regwrite(regwrite),
        .reg_rs(reg_rs),
        .reg_rt(reg_rt)
    );
     sign_extend s_extend(
        .in(instr[15:0]),
        .extended_out(sign_extended)
    );
    ID_EX id_ex(
        .clk(clk),
        .wb_in(wb),
        .m_in(m),
        .ex_in(ex),
        .npc_in(npc),
        .reg_rs_in(reg_rs),
        .reg_rt_in(reg_rt),
        .sign_ext_in(sign_extended),
        .instr_20_16_in(instr[20:16]),
        .instr_15_11_in(instr[15:11]),
        .wb_out(wb_out),
        .m_out(m_out),
        .ex_out(ex_out),
        .npc_out(npc_out),
        .reg_rs_out(reg_rs_out),
        .reg_rt_out(reg_rt_out),
        .sign_ext_out(sign_ext_out),
        .instr_20_16_out(instr_20_16_out),
        .instr_15_11_out(instr_15_11_out)
    );
endmodule
module REG(
    input clk,
    input [4:0] rs, rt,             
    input [4:0] writereg,           
    input [31:0] writedata,         
    input regwrite,                 
    output [31:0] reg_rs,           
    output [31:0] reg_rt            
    );
    reg [31:0] registers [0:31];  
    integer i;
    initial
    begin
        for (i = 0; i < 32; i = i + 1)
        begin
        registers[i] = 32'h0;
        end
    end
    assign reg_rs = registers[rs];
    assign reg_rt = registers[rt];
    always @(posedge clk) begin
        if (regwrite)
        begin
            registers[writereg] <= writedata;
        end
    end
endmodule
module control(
    input [5:0] opcode,      
    output reg [1:0] WB,     
    output reg [2:0] M,      
    output reg [3:0] EX          
    );
    always @(*)
    begin
    case (opcode)
        6'b000000:  
        begin
            WB = 2'b11;     
            M  = 3'b000;    
            EX = 4'b0010;   
        end
        6'b000011:  
        begin
            WB = 2'b10;     
            M  = 3'b010;    
            EX = 4'b0001;   
        end
        6'b101011:  
        begin
            WB = 2'b0x;     
            M  = 3'b001;    
            EX = 4'bx001;   
        end
        6'b000100:  
        begin
            WB = 2'b0x;     
            M  = 3'b100;    
            EX = 4'bx010;   
        end
       default:  
        begin
            WB = 2'b00;     
            M  = 3'b000;    
            EX = 4'b0000;   
        end    
    endcase
    end
endmodule
module sign_extend(
    input [15:0] in,
    output [31:0] extended_out
    );
    assign extended_out = {{16{in[15]}}, in};  
endmodule
```
==> results.json <==
{
  "outcome": "finished clean",
  "viasPerCell": 6.21,
  "clockRootBuffer": "clkbuf_16",
  "top_cell_area_share_pct": 59.7,
  "cp-endpoint": "id_ex.reg_rt_out[25]",
  "fin_util_pct": 58.7,
  "top_cells_by_count": "edfxtp_1, mux2i_1, nand2_1",
  "whs_path_depth": 4,
  "placementRows": 117,
  "clock.fmax_ghz": 0.320,
  "start_kind": "input port",
  "finalWeightedCongestion": 0.952,
  "postCtsSetupBuffers": 0,
  "hpwl_um": 93000,
  "ys_dominant_reg_cell": "edfxtp_1",
  "cts_buffer_depth": 3,
  "globalRouteOverflowTotal": 0,
  "yosysUniqueCellTypes": 29,
  "drive_above_1_share_pct": 10.0,
  "setup-tns-final_ns": 0,
  "startpoint": "instr[18]",
  "min_period_ns": 3.13,
  "avgSynthCellArea_um2": 14.5,
  "slew_violations": 0,
  "drc_errors": 0,
  "maxSlewHeadroom_pct": 42.5,
  "synthToLayoutAreaGrowth_pct": 16.2,
  "path_class": "input port to register",
  "cp_max_fo": 54,
  "drv_cap": 0,
  "n_antenna_cell": 0,
  "grt_busiest_layer": "met2",
  "r2r_cells": 5,
  "yosys-stat-area_um2": 51500,
  "first_pass_iters": 5,
  "core_area_um2": 102000,
  "ioPinCount": 250,
  "clk_latency_ns": 0.72,
  "syn_area_um2": 51500,
  "min_period_over_period_pct": 66.5,
  "dpl.cell_count": 5043,
  "cts_tree": "built",
  "final.setup_skew_ns": 0.0282,
  "wl_um": 155000,
  "first_global_vias": 34200,
  "grt_util_met2_pct": 47.1,
  "syn_inst": 3546,
  "worstHoldPathType": "register to register",
  "track_usage_pct": 32.7,
  "hold_violations": 0,
  "tool_warnings": 26,
  "yosysTopAreaCell": "edfxtp_1",
  "edf_count": 1024,
  "design_area_um2": 59800,
  "worstPathArrival_ns": 3.68,
  "ys_seq_share_pct": 64.5,
  "grt_start_max_net_pins": 97,
  "antenna_found_initial": 2,
  "numCtsBuffers": 119,
  "rsz0062_at_grt": "no",
  "use_met1_pct": 44.7,
  "die_height_um": 323,
  "stdcell_count": 5268,
  "drt_iter0_drc": 2099,
  "numSynthFlops": 1148,
  "synthArstFlopShare_pct": 0,
  "setup_viol": 0,
  "routedWlPerCell_um": 29.5,
  "dpl_cell_area_um2": 56000,
  "p_per_area_nw_per_um2": 378,
  "numClockSinks": 1148,
  "port_buffers": 247,
  "cts_hold_buffers": 0,
  "top_cells_by_area": "edfxtp_1, mux2i_1, dfxtp_1",
  "p_leak_nw": 22.2,
  "ant_nets": 0,
  "reg2reg_slack_ns": 3.03,
  "ys_cells": 3546,
  "grt_pass1_wl_um": 225000,
  "r2r-end": "id_ex.reg_rs_out[25]",
  "tightestPinTransition_ns": 0.860,
  "vias": 32700,
  "clk_pin_slew_ns": 0.06,
  "met3_usage_pct": 20.9,
  "dieWidth_um": 323,
  "dieArea_um2": 104000,
  "p_total_mw": 22.6,
  "irDropWorstVdd_v": 0.000328,
  "crit_path_end_kind": "register",
  "cts_resized": 0,
  "r2r-start": "regfile.registers[3][25]",
  "ys.warnings.count": 3,
  "floorplan.core_util_pct": 50.5,
  "htreeDepth": 3,
  "crit_required_ns": 5.26
}
## state kept, by name (all words and copies together) (netlist names)
signal,count
id_ex.npc_out,32
id_ex.sign_ext_out,16
id_ex.instr_20_16_out,5
id_ex.reg_rt_out,32
id_ex.reg_rs_out,32
id_ex.m_out,3
id_ex.ex_out,2
id_ex.wb_out,2
regfile.registers,1024
## per-layer routing
layer  vias up  wire [um]
li1      14400          -
met1     16100      56900
met2      1938      71200
met3       266      23400
met4         6       3810
met5         -        119
## layout by cell type, fill, tap and decap left out, types with 2 or more instances in the layout
| cell | netlist | final |
|---|---|---|
| mux2i_1 | 1024 | 1024 |
| edfxtp_1 | 1024 | 1024 |
| clkdlybuf4s50_1 | 0 | 245 |
| nand2_1 | 196 | 194 |
| nand3_1 | 194 | 194 |
| a22oi_1 | 192 | 192 |
| a21oi_1 | 192 | 192 |
| a22o_1 | 128 | 128 |
| clkbuf_16 | 0 | 124 |
| dfxtp_1 | 124 | 124 |
| buf_4 | 75 | 113 |
| nor3_1 | 65 | 65 |
| a31oi_1 | 64 | 64 |
| buf_12 | 0 | 44 |
| nor2_4 | 0 | 34 |
| clkbuf_1 | 73 | 34 |
| clkinv_2 | 0 | 22 |
| clkbuf_8 | 0 | 17 |
| clkinv_1 | 0 | 11 |
| nand3b_1 | 5 | 5 |
| inv_6 | 0 | 5 |
| nor2b_4 | 0 | 4 |
| nand2b_2 | 0 | 4 |
| bufinv_16 | 0 | 4 |
| or2_2 | 3 | 3 |
| or3b_2 | 3 | 3 |
| clkinvlp_4 | 0 | 3 |
| and2_4 | 0 | 2 |
| nand2_2 | 0 | 2 |
| nor2_1 | 36 | 2 |
| inv_1 | 2 | 2 |
| nand2b_1 | 6 | 2 |
| conb_1 | 1 | 2 |
| clkinv_4 | 0 | 2 |
| buf_8 | 0 | 2 |
## critical path, stage by stage
cell             delay (ns)
clkdlybuf4s50_1        0.66
nor2b_4                0.79
buf_12                 0.42
a22o_1                 0.22
nor3_1                 0.05
a31oi_1                0.45
nand3_1                0.13
## logic make-up after synthesis
| family | after synthesis | share of synthesized area, % |
|---|---|---|
| simple gates | 518 | 4.57 |
| mux | 1024 | 19.9 |
| flops | 1148 | 64.5 |
| other cells | 1 | 0.00728 |
| compound gates | 577 | 7.63 |
| buf+inv | 278 | 3.34 |
## worst min path at each step
stage                                     from                   end  slack [ns]
after CTS             regfile.registers[9][17]  id_ex.reg_rs_out[17]        0.63
after global routing  regfile.registers[9][18]  id_ex.reg_rt_out[18]        0.66
final                 regfile.registers[9][18]  id_ex.reg_rt_out[18]        0.63
## layout make-up
type | count | area [um2]
well taps | 1368 | 1710
inverters | 2 | 7.51
fillers | 7570 | 42000
repair buffers | 404 | 4210
clock buffers | 176 | 3470
multi-input cells | 2121 | 16800
clock inverters | 49 | 373
flip-flops and latches | 1148 | 33200
## stage by stage
step           setup WS [ns]  hold slack (ns)
3_5_place_dp           0.976            0.614
5_1_grt                 1.47            0.658
2_1_floorplan           1.33            0.579
6_report                1.57            0.626
4_1_cts                 1.73            0.631
3_3_place_gp           0.986            0.613
## power by group
| group | leakage [nW] | total, mW | switching (mW) | internal (mW) |
|---|---|---|---|---|
| Sequential | 10.3 | 11.4 | 0.124 | 11.3 |
| Combinational | 10.1 | 2.01 | 1.18 | 0.831 |
| Clock | 1.90 | 9.19 | 3.88 | 5.31 |
Power figures rest on the tool's default switching activity, not on a simulated workload.
