`run.sh`:
```
#!/bin/bash
# OpenROAD 26Q1-2900-gdf79404cd8, Yosys 0.63+post, stock flow scripts
make -C /OpenROAD-flow-scripts/flow DESIGN_CONFIG=/design/flow/config.mk WORK_HOME=/design/flow/orfs finish
```
`design.v`:
```
module I_FETCH(
    input clk, reset,
    input PCSrc,
    input [31:0] ex_mem,
    output [31:0] instruction_out,
    output reg [31:0] pc
    );
    wire [31:0] pc_next;
    wire [31:0] pc_plus4;
    wire [31:0] data;
    instruction_memory instr_mem (
    .address(pc),
    .data(instruction_out)
    );
    increment_by_4 incr_by4 (
    .incr_in(pc),
    .incr_out(pc_plus4)
    );
    mux_2x1 mux_2by1 (
    .B(pc_plus4),
    .A(ex_mem),
    .sel(PCSrc),
    .out(pc_next)
    );
    always @(posedge clk or posedge reset)
    begin
        if (reset)
            pc <= 0;
        else
            pc <= pc_next;
    end
    assign instruction_out = data;
endmodule
module increment_by_4(
    input [31:0] incr_in,
    output [31:0] incr_out
    );
    assign incr_out = incr_in + 4;
endmodule
module instruction_memory(
    input [31:0] address,  
    output [31:0] data  
    );
    reg [31:0] memory [127:0];  
    integer i;
    initial
    begin
        memory[0] = 32'hA00000AA;
        memory[1] = 32'h10000011;
        memory[2] = 32'h20000022;
        memory[3] = 32'h30000033;
        memory[4] = 32'h40000044;
        memory[5] = 32'h50000055;
        memory[6] = 32'h60000066;
        memory[7] = 32'h70000077;
        memory[8] = 32'h80000088;
        memory[9] = 32'h90000099;
        for (i = 10; i < 128; i = i + 1)
            memory[i] = 32'h00000000;
    end
    assign data = memory[address[6:0]];
endmodule
module mux_2x1(
    input [31:0] A, B,
    input sel,
    output [31:0] out
    );
    assign out = sel ? A : B;
endmodule
```
`constraint.sdc`:
```
current_design I_FETCH

set clk_period 7.1
set clk_io_pct 0.2

create_clock -name clk0 -period $clk_period [get_ports {clk}]

set non_clock_inputs [all_inputs -no_clocks]
set_input_delay [expr $clk_period * $clk_io_pct] -clock clk0 $non_clock_inputs
set_output_delay [expr $clk_period * $clk_io_pct] -clock clk0 [all_outputs]
```
`config.mk`:
```
export PLATFORM = sky130hd
export DESIGN_NAME = I_FETCH
export DESIGN_NICKNAME = I_FETCH
export VERILOG_FILES = /design/flow/design.v
export SDC_FILE = /design/flow/constraint.sdc
export NUM_CORES = 4
export LEC_CHECK = 1
export CORE_AREA = 10 10 110 110
export DIE_AREA = 0 0 120 120
```
==> results_dict.tcl <==
# flow metrics
set metrics [dict create \
    seq_area_frac_synth_pct 40.4 \
    r2r_end "pc[26]" \
    clockRootBuffer "clkbuf_8" \
    ys_types 24 \
    max_freq_ghz 0.300 \
    outcome "complete, no violations" \
    max-vdd-ir-drop_uv 62.2 \
    crit_arrival_ps 1910 \
    ys_chip_area_sq_um 1980 \
    edf_count 0 \
    ctsHoldBuffers 0 \
    finalClockSkew_ps 5.81 \
    holdPathEnd "pc[0]" \
    hpwlAfterDp_um 4440 \
    final.min_clock_period_ps 3330 \
    post_cts_buffers 0 \
    num_vias 1662 \
    maxCapViolCount 0 \
    hp-class "reg2reg" \
    logic_area_sq_um 987 \
    cts-resized-gates 0 \
    wl_per_cell_um 13.4 \
    clkSinkCount 32 \
    tightest_slew_ps 660 \
    final_antenna_net_count 0 \
    flop_area_sq_um 801 \
    rr_worst_depth 6 \
    endpoint_kind "primary output" \
    rsz0062_at_grt "false" \
    fp-row-count 36 \
    drt_iter0_drc 61 \
    async_reset_ff_share_pct 100 \
    syn_area_per_cell_sq_um 8.76 \
    finalSetupViolCount 0 \
    gp_congestion 0.761 \
    clockBufferDepth 2 \
    numSynthFlops 32 \
    grt-ovfl-total 0 \
    clk_pin_slew_ps 70 \
    netlist_instances 226 \
    largest_reg_flops 32 \
    ys_warn_count 2 \
    grt_pass1_wl_um 9340 \
    ios 99 \
    via_per_inst 3.88 \
    wl_um 5730 \
    utilization_pct 29.1 \
    min_path_cells 1 \
    grt_max_degree 62 \
    path_max_fanout 7 \
    antenna_found_initial 0 \
    setup-tns-final_ps 0 \
    drive_above_1_share_pct 5.08 \
    cts_tree "yes" \
    r2r-start "pc[2]" \
    yosys-stat-cells 226 \
    layout_top_cell "clkdlybuf4s50_1" \
    grt_pass1_vias 1753 \
    netlist_area_sq_um 1980 \
    io_buffers 78 \
    die-area_sq_um 14400 \
    area_delta_synth_final_pct 43.5 \
    core_area_sq_um 9770 \
    h-tree-depth 2 \
    power.density_nw_per_um2 163 \
    rrSetupSlack_ps 4890 \
    fillCellCount 1022 \
    hp-start "pc[0]" \
    hold_viol 0 \
    slew_headroom_pct 55.7 \
    first_pass_iters 3 \
    top_register "pc" \
    top_regs "pc x32" \
    worstSetupPathType "reg2out" \
    cellLeakagePower_nw 1.12 \
    flop_cell "dfrtp_1" \
    tool_warnings 26 \
    drc 0 \
    final_cell_mix "clkdlybuf4s50_1, nand2_1, dfrtp_1, o21ai_0" \
    fp_util_pct 20.3 \
    slew_viol_final 0 \
    grt_usage_pct 7.92 \
    clk_latency_ps 280 \
    cts_buffers 5 \
    worstPathRequired_ps 5680 \
    finalClockPeriodUsage_pct 46.9 \
    chipWidth_um 120 \
    die_h_um 120 \
    worstSetupStartpointType "register" \
    antenna_cells 0 \
]
-- power by group --
| group | total [mW] | switching, mW | leakage (nW) | internal, mW |
|---|---|---|---|---|
| Combinational | 0.105 | 0.0336 | 0.689 | 0.0711 |
| Clock | 0.132 | 0.0654 | 0.0410 | 0.0666 |
| Sequential | 0.225 | 0.0254 | 0.387 | 0.200 |
-- through the flow --
step | total power [mW] | worst slack [ps] | std cells | instance area (sq um) | hold slack [ps]
final | 0.462 | 3770 | 428 | 2840 | 580
after global routing | 0.497 | 3550 | 428 | 2840 | 616
after detailed placement | 0.336 | 4050 | 421 | 2760 | 569
after floorplan | 0.270 | 4680 | 245 | 2050 | 512
after global placement | 0.336 | 4090 | 421 | 2760 | 564
after CTS | 0.474 | 3730 | 428 | 2840 | 584
-- cell families after synthesis --
kind of cell	share of synthesized area, %
buffers and inverters	13.3
xor gates and xnor gates	12.4
DFF	40.4
AOI/OAI and AO/OA	8.21
other	0.189
muxes	1.71
and+or+nand+nor	22.5
adders and majority gates	1.26
-- critical path: stages, from the launching register on --
cell	delay, ps
dfrtp_1	460
nor3_1	350
o21ai_0	150
nor2_1	180
clkdlybuf4s50_1	500
-- cell type report --
type | instances | area share [%]
multi-input cells | 171 | 34.7
flip-flops and latches | 32 | 28.2
repair buffers | 80 | 27.8
well taps | 133 | 5.86
clock buffers | 6 | 2.55
inverters | 5 | 0.661
clock inverters | 1 | 0.176
-- per-layer routing --
| layer | track usage, % | up-vias | wire (um) |
|---|---|---|---|
| met5 | 0 | - | 0 |
| met4 | 0.603 | 0 | 34 |
| met3 | 3.24 | 5 | 444 |
| met2 | 12.0 | 57 | 2540 |
| met1 | 10.9 | 747 | 2720 |
| li1 | - | 853 | - |
-- synth_stat cells (2+ instances only) --
cell type / n / area share (%)
nand4_1: 10 / 3.2
nand3_1: 13 / 3.3
dfrtp_1: 32 / 40
nor4_1: 2 / 0.63
and3_1: 4 / 1.3
o21ai_1: 6 / 1.5
inv_1: 5 / 0.95
nor3_1: 4 / 1.0
nor2_1: 6 / 1.1
and4_1: 2 / 0.88
and2_1: 4 / 1.3
xnor2_1: 8 / 3.5
o21ai_0: 25 / 6.3
clkbuf_1: 8 / 1.5
buf_4: 28 / 11
ha_1: 2 / 1.3
nand2_1: 38 / 7.2
nor4_4: 2 / 2.1
mux2_2: 3 / 1.7
xor2_1: 20 / 8.8
-- how the worst max path moves through the flow --
stage | from | endpoint | slack (ps) | cells after the start
CTS | pc[4] | instruction_out[1] | 3730 | 4
global route | pc[4] | instruction_out[1] | 3550 | 4
finish | pc[4] | instruction_out[29] | 3770 | 4
Power is estimated from default activity; no workload was simulated.
